[/design/flow/design.v]
module arbiter_iwrr_1cycle
#(
    parameter                               P_REQUESTER_NUM     = 3,       
    parameter   [0:(P_REQUESTER_NUM*32)-1]  P_REQUESTER_WEIGHT  = {32'd5, 32'd3, 32'd2},
    parameter                               P_WEIGHT_W          = $clog2(P_REQUESTER_WEIGHT[0*32+:32])
)
(   
    input                           clk,
    input                           rst_n,
    input   [P_REQUESTER_NUM - 1:0] req_i,
    input   [P_WEIGHT_W - 1:0]      num_grant_req_i,
    input                           grant_ready_i,
    output  [P_REQUESTER_NUM - 1:0] grant_valid_o
);
    localparam REQ_NUM_W        = $clog2(P_REQUESTER_NUM);
    integer i;
    wire    [0:P_REQUESTER_NUM*P_WEIGHT_W - 1]  req_weight_nxt;          
    wire    [0:P_REQUESTER_NUM*P_WEIGHT_W - 1]  req_weight_decr;         
    wire    [P_REQUESTER_NUM - 1:0]             req_weight_remain;       
    wire    [P_REQUESTER_NUM - 1:0]             req_weight_completed;    
    wire    [REQ_NUM_W - 1:0]                   req_grant_enc;           
    wire    [REQ_NUM_W - 1:0]                   grant_mux_enc           [0:P_REQUESTER_NUM - 1];           
    wire    [REQ_NUM_W - 1:0]                   interleaving_ptr_nxt;    
    wire    [REQ_NUM_W - 1:0]                   interleaving_ptr_incr;   
    wire                                        round_comp;              
    wire    [P_REQUESTER_NUM - 1:0]             prior_grant             [0:P_REQUESTER_NUM - 1];
    reg     [0:P_REQUESTER_NUM*P_WEIGHT_W - 1]  req_weight_r;     
    reg     [REQ_NUM_W - 1:0]                   interleaving_ptr_r;  
    generate
        for(genvar i = 0; i < P_REQUESTER_NUM; i = i + 1) begin
            prior_granter #(
                .P_REQUESTER_NUM(P_REQUESTER_NUM),
                .P_HIGHEST_PRIOR_IDX(i)
            )prior_granter(
                .request(req_i),
                .request_weight_completed(req_weight_completed),
                .prior_grant(prior_grant[i])
            );
        end
    endgenerate
    round_comp_detector #(
        .P_REQUESTER_NUM(P_REQUESTER_NUM),
        .P_WEIGHT_W(P_WEIGHT_W)
    )round_comp_detector(
        .req_weight_i(req_weight_r),
        .req_weight_remain_i(req_weight_remain),
        .grant_i(grant_valid_o),
        .num_grant_req_i(num_grant_req_i),
        .round_comp_o(round_comp)
    );
    assign grant_valid_o = prior_grant[interleaving_ptr_r];
    assign interleaving_ptr_incr = (grant_valid_o[P_REQUESTER_NUM - 1]) ? 0 : req_grant_enc + 1'b1;
    assign interleaving_ptr_nxt = (|grant_valid_o) ? interleaving_ptr_incr : interleaving_ptr_r;
    generate
        for(genvar i = 0; i < P_REQUESTER_NUM; i = i + 1) begin
            assign req_weight_remain[i] = num_grant_req_i < req_weight_r[((i+1)*P_WEIGHT_W-1)-:P_WEIGHT_W];
            assign req_weight_completed[i] = ~|req_weight_r[((i+1)*P_WEIGHT_W-1)-:P_WEIGHT_W];	 
            assign req_weight_decr[((i+1)*P_WEIGHT_W-1)-:P_WEIGHT_W] = (req_weight_remain[i]) ? req_weight_r[((i+1)*P_WEIGHT_W-1)-:P_WEIGHT_W] - num_grant_req_i : 0;
            assign req_weight_nxt[((i+1)*P_WEIGHT_W-1)-:P_WEIGHT_W] = (round_comp) ? P_REQUESTER_WEIGHT[i*32+:32] : (grant_valid_o[i]) ? req_weight_decr[((i+1)*P_WEIGHT_W-1)-:P_WEIGHT_W] : req_weight_r[((i+1)*P_WEIGHT_W-1)-:P_WEIGHT_W];
            assign req_grant_enc = grant_mux_enc[P_REQUESTER_NUM - 1];
            if(i == 0) assign grant_mux_enc[i] = grant_valid_o[i] ? i : 0;
            else assign grant_mux_enc[i] = grant_valid_o[i] ? i : grant_mux_enc[i - 1];
        end
    endgenerate
    always @(posedge clk) begin
        if(~rst_n) begin
            interleaving_ptr_r <= 0;
            for(i = 0; i < P_REQUESTER_NUM; i = i + 1) begin
                req_weight_r[((i+1)*P_WEIGHT_W-1)-:P_WEIGHT_W] <= P_REQUESTER_WEIGHT[i*32+:32];
            end
        end
        else if(grant_ready_i) begin
            interleaving_ptr_r <= interleaving_ptr_nxt;
            req_weight_r <= req_weight_nxt;
        end
    end
endmodule
module prior_granter
#(
    parameter P_REQUESTER_NUM       = 3,
    parameter P_HIGHEST_PRIOR_IDX   = 0
)
(
    input   [P_REQUESTER_NUM - 1:0] request,
    input   [P_REQUESTER_NUM - 1:0] request_weight_completed,
    output  [P_REQUESTER_NUM - 1:0] prior_grant
);
    wire    [P_REQUESTER_NUM - 1:0] request_valid;           
    wire    [P_REQUESTER_NUM - 1:0] request_exception;       
    wire    [P_REQUESTER_NUM - 1:0] higher_prior_grant;      
    wire    [P_REQUESTER_NUM - 1:0] request_active;          
    wire    [P_REQUESTER_NUM - 1:0] request_filtered;        
    wire    [P_REQUESTER_NUM - 1:0] other_request_valid [0:P_REQUESTER_NUM - 1];     
    for(genvar i = 0; i < P_REQUESTER_NUM; i = i + 1) begin
        for(genvar n = 0; n < P_REQUESTER_NUM; n = n + 1) begin
            if(n == i) assign other_request_valid[i][n] = 1'b0;
            else assign other_request_valid[i][n] = request_valid[n];
        end
        assign request_valid[i] = request[i] & ~request_weight_completed[i];
        assign request_exception[i] = (~|other_request_valid[i]) & request[i];
        assign request_active[i] = request_valid[i] | request_exception[i];
        assign request_filtered[i] = request_active[i] & ~higher_prior_grant[i];
        if(i == P_HIGHEST_PRIOR_IDX) begin
            assign higher_prior_grant[P_HIGHEST_PRIOR_IDX] = 1'b0 | 1'b0;
        end
        else begin
            integer higher_prior_idx = (i - 1 < 0) ? P_REQUESTER_NUM - 1 : i - 1;
            assign higher_prior_grant[i] = request_active[higher_prior_idx] | higher_prior_grant[higher_prior_idx];
        end 
        assign prior_grant[i] = request_filtered[i];
    end
endmodule
module round_comp_detector
#(
    parameter P_REQUESTER_NUM   = 3,
    parameter P_WEIGHT_W        = 2
)
(
    input   [0:P_REQUESTER_NUM*P_WEIGHT_W - 1]  req_weight_i,
    input   [P_REQUESTER_NUM - 1:0]             req_weight_remain_i,
    input   [P_REQUESTER_NUM - 1:0]             grant_i,
    input   [P_WEIGHT_W - 1:0]                  num_grant_req_i,
    output                                      round_comp_o
);
    wire    [P_REQUESTER_NUM - 1:0] req_weight_mask     [P_REQUESTER_NUM - 1:0];
    wire    [P_REQUESTER_NUM - 1:0] weight_comp_match;
    wire    [P_REQUESTER_NUM - 1:0] weight_rst_en;
    wire    [P_REQUESTER_NUM - 1:0] weight_remain;
    generate
        for(genvar i = 0; i < P_REQUESTER_NUM; i = i + 1) begin
            for(genvar n = 0; n < P_REQUESTER_NUM; n = n + 1) begin
                if(i == n) begin
                    assign req_weight_mask[i][n] = ~(req_weight_i[((n+1)*P_WEIGHT_W-1)-:P_WEIGHT_W] == 0);
                end
                else begin
                    assign req_weight_mask[i][n] = (req_weight_i[((n+1)*P_WEIGHT_W-1)-:P_WEIGHT_W] == 0);
                end
            end
            assign weight_comp_match[i] = (&req_weight_mask[i]) & (~req_weight_remain_i[i]);
            assign weight_rst_en[i] = weight_comp_match[i] & grant_i[i];
        end
    endgenerate
    assign round_comp_o = |weight_rst_en;
endmodule
[/design/flow/run.sh]
#!/bin/bash
# OpenROAD 26Q1-2900-gdf79404cd8, Yosys 0.63+post, stock flow scripts
make -C /OpenROAD-flow-scripts/flow DESIGN_CONFIG=/design/flow/config.mk WORK_HOME=/design/flow/orfs finish
[/design/flow/config.mk]
export PLATFORM = sky130hd
export DESIGN_NAME = arbiter_iwrr_1cycle
export DESIGN_NICKNAME = arbiter_iwrr_1cycle
export VERILOG_FILES = /design/flow/design.v
export SDC_FILE = /design/flow/constraint.sdc
export NUM_CORES = 4
export LEC_CHECK = 1
export CORE_AREA = 10 10 90 90
export DIE_AREA = 0 0 100 100
[/design/flow/constraint.sdc]
current_design arbiter_iwrr_1cycle

set clk_period 3.8
set clk_io_pct 0.2

create_clock -name clk0 -period $clk_period [get_ports {clk}]

set non_clock_inputs [all_inputs -no_clocks]
set_input_delay [expr $clk_period * $clk_io_pct] -clock clk0 $non_clock_inputs
set_output_delay [expr $clk_period * $clk_io_pct] -clock clk0 [all_outputs]
==> ci_impl_report.md <==
## Implementation flow summary

| Metric | Value |
|---|---|
| Crit Path Max Fanout | `5` |
| Commonest flop | `dfxtp_1` |
| Comb pwr share | `around 43%` |
| DRC | `0` |
| P per Cell Area | `316 mW/mm^2` |
| Slowest CP cell | `clkdlybuf4s50_1` |
| Number of global-route vias before repair | `1044` |
| Synth flops | `11` |
| Netlist area before placement | `between 0.001 and 0.0015 sq mm` |
| WP data arrival | `2.82 ns` |
| Peak supply drop | `a little over 0.09 mV` |
| Top Layout Cells | `inv_1, nor2_1, ha_1, clkdlybuf4s50_1, dfxtp_1` |
| Chip Height | `around 100 microns` |
| Number of placed I/O pins | `12` |
| Unrepaired setup endpoints after global routing | `no` |
| DR iter-0 viols | `about 80` |
| Vias per cell | `around 4.9` |
| Leak Pwr | `0.536 nW` |
| Cts hold-fix bufs | `0` |
| Setup TNS | `0 ns` |
| Max-slew violation count | `0` |
| Row count | `29` |
| DP Wirelength | `2.64 mm` |
| Worst Setup Start Kind | `input port` |
| Cell-internal power | `0.286 mW` |
| Clock power frac | `about a quarter` |
| GPL Wtd Cong | `roughly 0.9` |
| Mapped Cells | `143` |
| Area growth syn-to-layout | `21.1%` |
| Tool warnings | `26` |
| Final hold violation count | `0` |
| H-tree levels | `1` |
| Register share of total power | `about a third` |
| Largest net degree at the start of global routing | `11` |
| Layout cells sized above 1 | `approximately 12%` |
| Initial antenna violation count | `0` |
| Pre-antenna DRT Iters | `4` |
| Crit end category | `output port` |
| Chip area in the Yosys report | `0.00119 sq mm` |
| Switching pwr | `~0.17 mW` |
| Post-route insts no fill | `~230` |
| Buf+Inv Stages, Crit Path | `3` |
| Via Count | `roughly 1.1k` |
| Yosys cell count | `approximately 140` |
| Synth warnings | `5` |
| Final cycle utilization of the critical path | `94.3%` |
| Outcome | `complete, no violations` |
| Gr ovfl total | `0` |
| Worst path most repeated cell | `clkdlybuf4s50_1` |
| Post-DR wirelength/cell | `13.5 microns` |
| Detailed Route WL | `between 3 and 4 mm` |
| Family with the most delay on the worst path | `buffers and inverters` |
| Worst Path Required | `between 3 and 4 ns` |
| Reg-to-reg slack, setup | `~1.5 ns` |
| Worst setup margin | `between 0.2 and 0.25 ns` |
| Max cap viols | `0` |
| Clock Sinks | `11` |
| First-pass GRT wire length | `about 5.2 mm` |
| Cells along the critical path | `clkdlybuf4s50_1 > o31a_1 > o21ai_0 > a31o_2 > o22a_1 > inv_1 > clkdlybuf4s50_1` |
| GRT Util Overall | `roughly 6.2%` |
| Average cell area after synthesis | `around 8.3 sq um` |
| Worst rel slew slack | `65.4%` |
| Hold/Removal Path Class | `register to register` |
| Commonest Layout Cell | `inv_1` |
| Die Size | `roughly 0.010 sq mm` |
| Setup Buffers After CTS | `0` |
| Root Driver | `clkbuf_8` |
| Crit Path Category | `input port to output port` |
| Latency at later pin | `~0.24 ns` |
| Die span in x | `around 100 microns` |
| Core area | `0.00628 sq mm` |
| Fmax | `around 0.28 GHz` |
| Num CTS Buffers | `3` |
| Synth Seq Share | `a little under a fifth` |
| Pre-CTS setup slack | `0.211 ns` |
| Final setup violation count | `0` |
| N_diodes | `0` |
| Slew @ Worst Pin | `about 0.52 ns` |
| Sw Share | `roughly 37%` |
| ANT nets after route | `0` |
| Clock transition at path regs | `about 0.05 ns` |
| Clock Tree Buf Depth | `2` |
| Placed insts | `around 230` |
| Final Skew | `0.00207 ns` |
| Worst stage delay on the critical path | `0.53 ns` |
| Final min period | `3.58 ns` |
| IO Port Bufs | `11` |
| EDFF count, synth | `0` |
| Cell Type Count | `roughly 55` |
| Synth async-reset ratio | `0%` |
| Starting density of the core | `around a fifth` |
| Cts repair resizes | `0` |
| TritonCTS clock tree | `built` |
==> sequential cells by signal, summed over array words and instances, names as in the netlist <==
signal	count
req_weight_r	9
interleaving_ptr_r	2
==> cells by family (layout without fill, tap and decap cells) <==
group | count (synthesis) | after routing | share of synthesized area [%]
AND-OR/OR-AND | 51 | 51 | 35.9
adder cells (fa/ha/maj) | 15 | 15 | 17.5
AND/OR/NAND/NOR | 42 | 42 | 19.0
XOR/XNOR | 3 | 3 | 2.20
flip-flops | 11 | 11 | 18.5
buffers and inverters | 21 | 35 | 6.93
==> path summary, 6_finish.rpt <==
path	start	endpoint	cells past startpoint
worst min-delay path	interleaving_ptr_r[0]$_SDFFE_PN0P_	interleaving_ptr_r[0]$_SDFFE_PN0P_	2
worst min register to register	interleaving_ptr_r[0]$_SDFFE_PN0P_	interleaving_ptr_r[0]$_SDFFE_PN0P_	2
worst max register to register	req_weight_r[1]$_SDFFE_PN0P_	req_weight_r[0]$_SDFFE_PN1P_	8
worst max-delay path	req_i[1]	grant_valid_o[2]	7
==> per-layer routing <==
metal / up-vias / GRT usage, % / routed length [microns]
met2: 41 / 9.16 / 1330
li1: 570 / - / -
met1: 526 / 9.00 / 1570
met4: 0 / 1.30 / 51
met5: - / 0 / 0
met3: 4 / 1.25 / 206
==> area by class of cell <==
class / instances / area, sq um
Timing Repair Buffer: 13 / 125
Clock buffer: 4 / 45.0
Sequential cell: 11 / 220
Inverter: 18 / 67.6
Tap cell: 77 / 96.3
Fill cell: 681 / 4830
Multi-Input combinational cell: 111 / 890
==> power by group through the flow <==
stage | sequential, mW | clock, mW | combinational, mW
6_report | 0.143 | 0.119 | 0.194
5_1_grt | 0.146 | 0.127 | 0.216
4_1_cts | 0.143 | 0.121 | 0.194
==> worst min-delay path: stages, from the launching register on <==
cell	delay, ns
dfxtp_1	0.31
inv_1	0.08
a211oi_1	0.07
==> metrics by stage <==
step,util [%],hold slack [ns],power (mW),area [sq um]
3_3_place_gp,22.3,0.499,0.338,1400
2_1_floorplan,-,0.460,0.280,1190
5_1_grt,23.0,0.552,0.488,1440
3_5_place_dp,22.3,0.499,0.338,1400
6_report,23.0,0.501,0.456,1440
4_1_cts,23.0,0.507,0.458,1440
==> synthesized netlist by cell type, types with 2 or more instances <==
master / count / share of area, %
inv_1: 15 / 4.7
nor2_1: 12 / 3.8
dfxtp_1: 11 / 18
ha_1: 11 / 12
nand2_1: 7 / 2.2
a21oi_1: 6 / 2.5
o21ai_0: 5 / 2.1
a211oi_1: 4 / 2.5
nand3_1: 4 / 1.7
o21a_1: 4 / 2.5
a32oi_1: 3 / 2.2
fa_1: 3 / 5.0
nand4_1: 3 / 1.6
nor2b_1: 3 / 1.6
nor3_1: 3 / 1.3
o31a_1: 3 / 2.2
a2111oi_0: 2 / 1.5
clkbuf_1: 2 / 0.63
inv_2: 2 / 0.63
o211ai_1: 2 / 1.3
o21ai_1: 2 / 0.84
o22ai_1: 2 / 1.0
xor2_1: 2 / 1.5
No activity file was given, so power comes from the tool's default toggle rates.
