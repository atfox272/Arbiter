`./design.v`:
```
module arbiter_iwrr
#(
    parameter                               P_REQUESTER_NUM     = 3,       
    parameter   [0:(P_REQUESTER_NUM*32)-1]  P_REQUESTER_WEIGHT  = {32'd5, 32'd3, 32'd2}
)
(   
    input                           clk,
    input                           rst_n,
    input   [P_REQUESTER_NUM - 1:0] request,
    input                           grant_ready,   
    output  [P_REQUESTER_NUM - 1:0] grant_valid
);
    localparam GRANT_PROCESS    = 3'd0;
    localparam WEIGHT_UPDATE    = 3'd1;
    localparam REQ_NUM_W        = $clog2(P_REQUESTER_NUM);
    localparam MAX_WEIGHT_W     = $clog2(P_REQUESTER_WEIGHT[0*32+:32]);  
    integer i;
    reg     [3:0]                   arbiter_state_nxt;
    reg     [MAX_WEIGHT_W - 1:0]    r_weight_nxt        [P_REQUESTER_NUM - 1:0];     
    wire    [MAX_WEIGHT_W - 1:0]    r_weight_decr       [P_REQUESTER_NUM - 1:0];     
    wire    [P_REQUESTER_NUM - 1:0] r_weight_completed;      
    reg     [P_REQUESTER_NUM - 1:0] grant_nxt;               
    reg     [REQ_NUM_W - 1:0]       interleaving_ptr_nxt;    
    wire    [REQ_NUM_W - 1:0]       interleaving_ptr_incr;   
    wire                            round_completed;         
    wire    [P_REQUESTER_NUM - 1:0] prior_grant         [0:P_REQUESTER_NUM - 1];
    reg     [3:0]                   arbiter_state_r;     
    reg     [MAX_WEIGHT_W - 1:0]    r_weight_r          [P_REQUESTER_NUM - 1:0];     
    reg     [P_REQUESTER_NUM - 1:0] grant_r;             
    reg     [REQ_NUM_W - 1:0]       interleaving_ptr_r;  
    generate
        for(genvar i = 0; i < P_REQUESTER_NUM; i = i + 1) begin
            prior_granter #(
                .P_REQUESTER_NUM(P_REQUESTER_NUM),
                .P_HIGHEST_PRIOR_IDX(i)
            )prior_granter(
                .request(request),
                .request_weight_completed(r_weight_completed),
                .prior_grant(prior_grant[i])
            );
        end
    endgenerate
    assign interleaving_ptr_incr = (interleaving_ptr_r == (P_REQUESTER_NUM - 1)) ? 0 : interleaving_ptr_r + 1'b1;
    assign grant_valid[P_REQUESTER_NUM - 1:0] = grant_r[P_REQUESTER_NUM - 1:0];
    generate
        for(genvar i = 0; i < P_REQUESTER_NUM; i = i + 1) begin
            assign r_weight_completed[i] = ~|r_weight_r[i];	 
            assign r_weight_decr[i] = (r_weight_completed[i]) ? r_weight_r[i] : r_weight_r[i] - 1'b1;
        end
    endgenerate
    always @(*) begin
        arbiter_state_nxt = arbiter_state_r;
        interleaving_ptr_nxt = interleaving_ptr_r;
        grant_nxt = grant_r;
        for(i = 0; i < P_REQUESTER_NUM; i = i + 1) begin
            r_weight_nxt[i] = r_weight_r[i];
        end
        case(arbiter_state_r)
            GRANT_PROCESS: begin
                arbiter_state_nxt = (|request) ? WEIGHT_UPDATE : arbiter_state_r;
                grant_nxt = prior_grant[interleaving_ptr_r];
                for(i = 0; i < P_REQUESTER_NUM; i = i + 1) begin
                    r_weight_nxt[i] = (prior_grant[interleaving_ptr_r][i]) ? r_weight_decr[i] : r_weight_r[i];
                end
            end
            WEIGHT_UPDATE: begin
                if(grant_ready) begin
				    arbiter_state_nxt = GRANT_PROCESS;
					interleaving_ptr_nxt = interleaving_ptr_incr;
				    grant_nxt[(P_REQUESTER_NUM-1):0] = {P_REQUESTER_NUM{1'b0}};
                end
                for(i = 0; i < P_REQUESTER_NUM; i = i + 1) begin
                    r_weight_nxt[i] = (&r_weight_completed[P_REQUESTER_NUM - 1:0]) ? P_REQUESTER_WEIGHT[i*32+:32] : r_weight_r[i];
                end
            end
        endcase  
    end
    always @(posedge clk) begin
        if(~rst_n) begin
            arbiter_state_r <= GRANT_PROCESS;
            grant_r[P_REQUESTER_NUM - 1:0] <= 1'b0;
            interleaving_ptr_r <= 0;
            for(i = 0; i < P_REQUESTER_NUM; i = i + 1) begin
                r_weight_r[i] <= P_REQUESTER_WEIGHT[i*32+:32];
            end
        end
        else begin
            arbiter_state_r <= arbiter_state_nxt;
            grant_r[P_REQUESTER_NUM - 1:0] <= grant_nxt[P_REQUESTER_NUM - 1:0];
            interleaving_ptr_r <= interleaving_ptr_nxt;
            for(i = 0; i < P_REQUESTER_NUM; i = i + 1) begin
                r_weight_r[i] <= r_weight_nxt[i];
            end
        end
    end
endmodule
module prior_granter
#(
    parameter P_REQUESTER_NUM       = 3,
    parameter P_HIGHEST_PRIOR_IDX   = 0
)
(
    input   [P_REQUESTER_NUM - 1:0] request,
    input   [P_REQUESTER_NUM - 1:0] request_weight_completed,
    output  [P_REQUESTER_NUM - 1:0] prior_grant
);
    wire    [P_REQUESTER_NUM - 1:0] request_valid;           
    wire    [P_REQUESTER_NUM - 1:0] request_exception;       
    wire    [P_REQUESTER_NUM - 1:0] higher_prior_grant;      
    wire    [P_REQUESTER_NUM - 1:0] request_active;          
    wire    [P_REQUESTER_NUM - 1:0] request_filtered;        
    wire    [P_REQUESTER_NUM - 1:0] other_request_valid [0:P_REQUESTER_NUM - 1];     
    for(genvar i = 0; i < P_REQUESTER_NUM; i = i + 1) begin
        for(genvar n = 0; n < P_REQUESTER_NUM; n = n + 1) begin
            if(n == i) assign other_request_valid[i][n] = 1'b0;
            else assign other_request_valid[i][n] = request_valid[n];
        end
        assign request_valid[i] = request[i] & ~request_weight_completed[i];
        assign request_exception[i] = (~|other_request_valid[i]) & request[i];
        assign request_active[i] = request_valid[i] | request_exception[i];
        assign request_filtered[i] = request_active[i] & ~higher_prior_grant[i];
        if(i == P_HIGHEST_PRIOR_IDX) begin
            assign higher_prior_grant[P_HIGHEST_PRIOR_IDX] = 1'b0 | 1'b0;
        end
        else begin
            integer higher_prior_idx = (i - 1 < 0) ? P_REQUESTER_NUM - 1 : i - 1;
            assign higher_prior_grant[i] = request_active[higher_prior_idx] | higher_prior_grant[higher_prior_idx];
        end 
        assign prior_grant[i] = request_filtered[i];
    end
endmodule
```
`./run.sh`:
```
#!/bin/bash
# OpenROAD 26Q1-2900-gdf79404cd8, Yosys 0.63+post, stock flow scripts
make -C /OpenROAD-flow-scripts/flow DESIGN_CONFIG=/design/flow/config.mk WORK_HOME=/design/flow/orfs finish
```
`./config.mk`:
```
export PLATFORM = sky130hd
export DESIGN_NAME = arbiter_iwrr
export DESIGN_NICKNAME = arbiter_iwrr
export VERILOG_FILES = /design/flow/design.v
export SDC_FILE = /design/flow/constraint.sdc
export NUM_CORES = 4
export LEC_CHECK = 1
export CORE_AREA = 10 10 81 81
export DIE_AREA = 0 0 91 91
```
`./constraint.sdc`:
```
current_design arbiter_iwrr

set clk_period 2.9
set clk_io_pct 0.2

create_clock -name clk0 -period $clk_period [get_ports {clk}]

set non_clock_inputs [all_inputs -no_clocks]
set_input_delay [expr $clk_period * $clk_io_pct] -clock clk0 $non_clock_inputs
set_output_delay [expr $clk_period * $clk_io_pct] -clock clk0 [all_outputs]
```
==> reports/results.ini <==
[logic_synthesis]
synth.mux.area_fraction = 0
synthAdderAreaFrac = 0.105
ys_area_mm2 = 0.00107
synth.top_cells.by_count = sky130_fd_sc_hd__dfxtp_1 (16), sky130_fd_sc_hd__inv_1 (14), sky130_fd_sc_hd__nand2_1 (12), sky130_fd_sc_hd__nand3_1 (12), sky130_fd_sc_hd__ha_1 (9)
asyncSetResetFlopFracSynth = 0
synth.distinct_cells = 43
synth.cellmix.compoundShare = 0.232
xor_share = 0.0246
ys_cells = 131
post_synth_instance_area_mm2 = 0.00107
yosys.cell_count.top_type = sky130_fd_sc_hd__dfxtp_1
ys_dominant_reg_cell = sky130_fd_sc_hd__dfxtp_1
avgSynthCellArea_um2 = 8.17
synthSimpleGateAreaFrac = 0.275
combinational_family_with_the_most_area_after_synthesis = simple AND/OR/NAND/NOR gates
ys_seq_frac = 0.299
synth_cells = 131
synth.ff_latch_count = 16
yosys.area.top_type_share = 0.299
number_of_enable_flip_flop_cells = 0
post_synth_main_area_contributors = sky130_fd_sc_hd__dfxtp_1 (30%), sky130_fd_sc_hd__ha_1 (11%), sky130_fd_sc_hd__nand3_1 (5.6%)
synthesis.yosys.warnings = 8
post-synth-top-area-cell = sky130_fd_sc_hd__dfxtp_1

[setup_path]
worstSetupPathType = primary input to register
end_kind = register
cpLargestDelayFamily = buffers and inverters
worstPathMaxFanout = 7
worst_path_most_repeated_cell = sky130_fd_sc_hd__nand3_1
worst-path-buf-inv = 2
start_kind = primary input
crit_arrival_ns = 2.38
timing.reg2reg.setup_slack_ns = 0.94
data_required_time_at_the_worst_endpoint_ns = 3.09
worst_path_largest_cell_delay_ns = 0.62
crit_path_top_delay_cell = sky130_fd_sc_hd__clkdlybuf4s50_1
crit_path_cell_trace = clkdlybuf4s50_1 -> inv_1 -> a311oi_1 -> nand3_1 -> or4_1 -> nand3_1

[die]
core-area_mm2 = 0.00482
dieHeight_um = 91
fp_util = 0.222
rows = 25
chip_area_mm2 = 0.00828
io_pins = 9
die_x_um = 91

[detailed_routing]
ant_cells = 0
drc = 0
detail-route-antenna-nets = 0
wire_length_per_cell_after_detailed_routing_um = 11.8
vias = 972
detailedRoute.firstIterationViolations = 157
detailedRoute.firstPassIterationCount = 5
routed_vias_inst = 4.70
wl_mm = 2.45

[cells_and_area]
fillCellCount = 535
area_of_all_sequential_standard_cells_um2 = 320
area_growth_pct = 18.9
drive_above_1_share = 0.100
layoutNonFillerInstCount = 207
fin_util = 0.264
mi_logic_area_um2 = 681

[clock_tree]
cts.path.max_buffers = 2
root_buffer = sky130_fd_sc_hd__clkbuf_8
postCtsSetupRepairBufs = 0
cts_made_buffers = 3
cts_tree = done
cts_repair_resize_count = 0
worstSkewPairLatency_ns = 0.25
cts_hold_repair.buffers = 0
cts.sinks = 16
htree_levels = 1
reg_clk_slew_reported_paths_ns = 0.06

[power]
vdd.ir_drop.worst_v = 0.000148
pwr-share-clk = 0.367
p_seq_frac = 0.442
power_switching_uw = 146
netSwitchingFraction = 0.270
power.combinational.fraction = 0.190
powerDensity_mw_per_mm2 = 426
leakagePower_nw = 0.480
internal_power_uw = 396
totalPowerFinal_uw = 542

[sta]
rsz0062_at_grt = false
clock-skew-final_ns = 0.000844
finalHoldWorstSlack_ns = 0.471
max_freq_ghz = 0.456
finalSetupViolCount = 0
post-route-min-period_ns = 2.19
slew_viol_final = 0
timing.max_slew.rel_slack = 0.733
totalNegativeSetupSlack_ns = 0
report.final.hold_viol_count = 0
worst_pin_slew_ns = 0.400
finalClockPeriodUsage = 0.756

[placed_design]
place.port_buffers = 8
dp.final_hpwl_mm = 1.85
place_congestion = 0.846
dp_cells = 203

[global_routing]
vias_in_the_first_global_route = 910
antenna_found_initial = 0
grt_remaining_overflow = 0
grt.total_usage = 0.0585
global_route_wire_length_before_repair_mm = 4.24
grt_start_max_net_pins = 13

[status]
run_status = finished clean

[hold_path]
hp-class = register to register

[job]
warnings = 30
timing.max_cap.violations = 0

==> worst reg2reg max path: stages (launching register included) <==
cell                       delay [ns]
sky130_fd_sc_hd__dfxtp_1         0.32
sky130_fd_sc_hd__inv_1           0.07
sky130_fd_sc_hd__ha_1            0.23
sky130_fd_sc_hd__nand2b_2        0.20
sky130_fd_sc_hd__a31oi_1         0.18
sky130_fd_sc_hd__nor3_2          0.26
sky130_fd_sc_hd__o21ai_2         0.11
sky130_fd_sc_hd__or4_1           0.40
sky130_fd_sc_hd__a21oi_1         0.13
==> power groups by stage <==
stage | Clock, mW | Combinational [mW] | Sequential [mW]
5_1_grt | 0.211 | 0.118 | 0.241
4_1_cts | 0.205 | 0.103 | 0.240
6_report | 0.199 | 0.103 | 0.240
==> cells by family (layout without fill, tap and decap cells) <==
family,after synthesis,count (layout)
and+or+nand+nor,50,50
AOI/OAI and AO/OA,36,36
buffers and inverters,17,26
DFF,16,16
adders and majority gates,9,9
xor gates and xnor gates,3,3
==> per-stage QoR <==
stage	setup WS (ns)	instance area (um^2)
CTS	0.712	1270
global placement	0.466	1220
finish	0.707	1270
floorplan	1.16	1070
detailed placement	0.463	1220
global route	0.531	1270
==> metal layers <==
layer	track usage	vias up	share of wire
met4	0.00914	0	0.012
met1	0.0830	450	0.51
li1	-	487	-
met3	0.0116	8	0.041
met2	0.0919	27	0.44
met5	0	-	0
==> cells in the final DEF, fill, tap and decap left out, drive strengths merged <==
master         netlist  layout
ha                   9       9
and3                 2       2
xor2                 1       1
a311oi               1       1
nand4                2       2
o221ai               1       1
nor2                 3       3
a21oi                8       8
dfxtp               16      16
clkdlybuf4s50        0       8
o311ai               1       1
nand2               12      12
a221oi               2       2
o21a                 1       1
a21boi               1       1
o31ai                1       1
o21bai               1       1
clkbuf               0       4
nor3                 3       3
o21ai                9       9
inv                 14      14
or2b                 1       1
nand3               12      12
a22oi                2       2
nor2b                2       2
o2111a               1       1
o41ai                1       1
or4                  2       2
and2                 1       1
xnor2                2       2
nand2b               6       6
a31oi                5       5
o211ai               1       1
and2b                4       4
==> flip-flops by register name, summed over array words and instances (netlist names) <==
| name | count |
|---|---|
| arbiter_state_r | 2 |
| grant_r | 3 |
| interleaving_ptr_r | 2 |
| r_weight_r | 9 |
==> final cells by class <==
| cell class | instances | area share |
|---|---|---|
| multi-input cells | 98 | 0.535 |
| flip-flops and latches | 16 | 0.252 |
| well taps | 67 | 0.0659 |
| repair buffers | 8 | 0.0629 |
| clock buffers | 4 | 0.0433 |
| inverters | 14 | 0.0413 |
==> worst paths after layout <==
path,from,to,depth (start not counted)
worst min register to register,r_weight_r[0][1],r_weight_r[0][1],2
worst max register to register,r_weight_r[2][0],r_weight_r[2][2],8
worst max-delay path,request[0],r_weight_r[0][2],6
worst min-delay path,r_weight_r[0][1],r_weight_r[0][1],2
Power and IR drop assume default switching activity.
